**design/flow/design.v**
```verilog
module constant_spi(main_clock, sck, cs, so, status);
    input  wire main_clock;
    output reg [7:0] status;
    input  wire sck;
    input  wire cs;
    output  wire so;
    reg prev_cs = 1'b1;
    reg prev_sck = 1'b0;
    reg [7:0] data;
    assign so = !cs ? data[7] : 1'bz;
    always @ (posedge main_clock) begin
        if (cs) begin
            data <= 8'hAB;
	    status <= 0;
        end else if (!cs) begin
            if (prev_sck & ~sck) begin
                data <= {data[6:0], data[7]};
                status <= status + 1;
            end
        end
        prev_cs <= cs;
        prev_sck <= sck;
    end
endmodule
```
**design/flow/run.sh**
```bash
#!/bin/bash
# OpenROAD 26Q1-2900-gdf79404cd8, Yosys 0.63+post, stock flow scripts
make -C /OpenROAD-flow-scripts/flow DESIGN_CONFIG=/design/flow/config.mk WORK_HOME=/design/flow/orfs finish
```
**design/flow/config.mk**
```make
export PLATFORM = sky130hd
export DESIGN_NAME = constant_spi
export DESIGN_NICKNAME = constant_spi
export VERILOG_FILES = /design/flow/design.v
export SDC_FILE = /design/flow/constraint.sdc
export NUM_CORES = 4
export LEC_CHECK = 1
export CORE_AREA = 10 10 86 86
export DIE_AREA = 0 0 96 96
```
**design/flow/constraint.sdc**
```tcl
current_design constant_spi

set clk_period 1.6
set clk_io_pct 0.2

create_clock -name clk0 -period $clk_period [get_ports {main_clock}]

set non_clock_inputs [all_inputs -no_clocks]
set_input_delay [expr $clk_period * $clk_io_pct] -clock clk0 $non_clock_inputs
set_output_delay [expr $clk_period * $clk_io_pct] -clock clk0 [all_outputs]
```
==> results.json <==
{
  "drtIter0Drc": 20,
  "die_w_um": 96,
  "grt_pass1_wl_um": 2430,
  "h-tree-depth": 1,
  "fmax_mhz": 660,
  "core_um2": 5540,
  "synth_cell_types": 21,
  "cts_buffers": 3,
  "async_flop_share_pct": 0,
  "hold_buffers": 0,
  "slew_headroom_pct": 85.6,
  "route.detailed.drc": 0,
  "mappedNetlistArea_um2": 681,
  "finalHoldViolations": 0,
  "clock-root-buffer": "clkbuf_8",
  "rows": 27,
  "slew_violations": 0,
  "end_kind": "output port",
  "worstSetupStartpointType": "flip-flop",
  "p_leak_uw": 0.000332,
  "grt_setup_unrepaired": "no",
  "power.density_nw_per_um2": 875,
  "vias_per_cell": 3.33,
  "syn_avg_cell_area_um2": 8.84,
  "dp.final_hpwl_um": 1120,
  "top_cell": "nand2_1",
  "yosysWarningCount": 2,
  "ir_worst_vdd_uv": 384,
  "worstPathMaxFanout": 7,
  "critPathKind": "reg -> out",
  "clk_latency_ps": 250,
  "ant_nets": 0,
  "cp.required_ps": 1280,
  "cts_tree": "built",
  "grt_pass1_vias": 522,
  "antenna_found_initial": 0,
  "cts_resized": 0,
  "grt.total_usage_pct": 3.26,
  "layout.cells.non_filler": 166,
  "insertedDiodeCount": 0,
  "edf_count": 0,
  "yosysTopAreaCell": "dfxtp_1",
  "synthTopCellsByCount": "nand2_1 (19), dfxtp_1 (17), a21oi_1 (8), nand3b_1 (6), nor2_1 (3)",
  "totalWireLength_um": 1450,
  "hold_path_class": "reg -> reg",
  "drive_above_1_share_pct": 12.8,
  "vias": 552,
  "cts_buffer_depth": 2,
  "maxCapViolCount": 0,
  "area_growth_pct": 39.9,
  "netlist_instances": 77,
  "period_needed_ps": 1510,
  "placed_area_um2": 906,
  "cp.arrival_ps": 1190,
  "cts.sinks": 17,
  "grt_max_degree": 14,
  "ys_seq_share_pct": 50.0,
  "setup_tns_ps": 0,
  "ys_cells": 77,
  "dp.cells": 162,
  "die_area_um2": 9220,
  "status": "completed",
  "die_h_um": 96,
  "io_pins": 12,
  "cp_cell_sequence": "clkdlybuf4s50_1",
  "clk_pin_slew_worst_paths_ps": 70,
  "skew_ps": 5.18,
  "setup-violations-final": 0,
  "overflow": 0,
  "slowest_stage": "clkdlybuf4s50_1",
  "critPathBufInv": 1,
  "cts_setup_buffers": 0,
  "crit_family": "buffers and inverters",
  "drt_pass1_iterations": 4,
  "ys_chip_area_um2": 681,
  "numSynthFlops": 17,
  "worstMarginPinSlew_ps": 215,
  "ff_type": "dfxtp_1",
  "tool_warnings": 25,
  "finalCritPeriodShare_pct": 94.7,
  "top_cell_area_share_pct": 50.0,
  "io_buffer_count": 11,
  "initial_core_util_pct": 12.3,
  "final_area_um2": 952,
  "synth.area.top_cells": "dfxtp_1 (50%), nand2_1 (10%), nand3b_1 (6.6%)",
  "gp_congestion": 0.765,
  "critPathMaxStageDelay_ps": 510,
  "wl_per_cell_um": 8.73
}
==> layer usage <==
metal / vias up / share of wire [%] / track usage (%) / routed length, um
met5: - / 0 / 0 / 0
met1: 243 / 48 / 4.03 / 689
met4: 0 / 0 / 0 / 0
met3: 0 / 7.1 / 1.34 / 103
met2: 8 / 45 / 5.55 / 657
li1: 301 / - / - / -
==> state kept, by name, indices dropped and copies added, names as in the netlist <==
signal	cells
prev_sck	1
status	8
data	8
==> cell usage in the layout (no fill, tap or decap), drive strengths merged <==
cell,Yosys,final
a21oi,8,8
buf,1,5
clkbuf,2,3
clkdlybuf4s50,0,11
clkinv,0,1
dfxtp,17,17
ha,1,1
inv,1,1
mux2,1,1
nand2,19,19
nand2b,1,1
nand3,2,2
nand3b,6,6
nand4,2,2
nand4b,1,1
nor2,3,3
nor2b,2,2
o21ai,2,2
o31ai,2,2
or3,2,2
or4,2,2
xnor2,2,2
==> worst min-delay path, stage by stage (launching register included) <==
cell	delay (ps)
dfxtp_1	310
nand2_1	50
a21oi_1	50
==> path summary, 6_finish.rpt <==
check / startpoint / endpoint / slack [ps] / depth (start not counted)
setup / recovery: status[3] / status[3] / 90 / 1
hold / removal: data[6] / data[6] / 460 / 2
setup reg to reg: status[0] / status[6] / 260 / 4
hold reg to reg: data[6] / data[6] / 460 / 2
==> stage by stage <==
step,setup slack (ps),hold slack [ps],power [uW],utilization [%]
after floorplan,421,348,499,-
after global placement,-57.4,443,533,16.4
after detailed placement,-57.5,447,534,16.4
after CTS,70.0,458,847,17.2
after global routing,13.3,477,870,17.2
final,85.4,458,833,17.2
==> layout make-up <==
| class | count | area [um2] |
|---|---|---|
| Multi-Input combinational cell | 56 | 324 |
| Fill cell | 624 | 4590 |
| Clock inverter | 1 | 5.00 |
| Clock buffer | 3 | 41.3 |
| Sequential cell | 17 | 340 |
| Timing Repair Buffer | 16 | 148 |
| Inverter | 1 | 3.75 |
| Tap cell | 72 | 90.1 |
==> kinds of logic (layout without fill, tap and decap cells) <==
logic type / count (synthesis) / count (layout) / synth area share, %
flops: 17 / 17 / 50.0
buf+inv: 4 / 21 / 2.39
simple gates: 40 / 40 / 32.0
fa+ha+maj: 1 / 1 / 1.84
mux: 1 / 1 / 1.65
compound gates: 12 / 12 / 9.56
xor+xnor: 2 / 2 / 2.57
==> power breakdown <==
group	total (uW)	switching, uW	leakage (uW)	internal [uW]
registers	454	12.5	0.000139	442
clock network	310	137	0.0000255	172
logic	69.4	30.8	0.000167	38.6
No activity file was given, so power comes from the tool's default toggle rates.
