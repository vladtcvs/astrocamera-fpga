==> flow/design.v <==
module qpi_memory_slave (   main_clock,
                            sck, cs, io,
                            addr,
                            write_data,
                            write_data_flag,
                            read_data,
                            read_data_flag
);
    parameter ADDR_BYTES = 3;
    parameter READ_DUMMY_CYCLES = 8;
    input  wire main_clock;
    input  wire sck;
    input  wire cs;
    inout  wire [3:0] io;
    output wire [ADDR_BYTES*8-1:0] addr;
    output wire [7:0] write_data;
    output reg        write_data_flag = 0;
    input wire [7:0]  read_data;
    output reg        read_data_flag = 0;
    reg [7:0]  command = 0;
    reg [ADDR_BYTES*8-1:0] address = 0;
    reg [7:0]  data = 0;
    reg [4:0]  counter = 0;
    parameter WRITE_CMD='d0, WRITE_ADDR='d1, WRITE_DATA='d2, READ_DATA=3'd3, READ_DUMMY='d4, IDLE='d5, ERR = 'd6;
    reg [2:0] state = WRITE_CMD;
    parameter SINGLE_MODE = 0, DOUBLE_MODE=1, QUAD_MODE=2;
    reg [1:0] iomode = SINGLE_MODE;
    parameter CMD_SINGLE_WRITE = 8'h02, CMD_SINGLE_READ = 8'h03,
              CMD_DOUBLE_READ = 8'h3B,  CMD_DOUBLE_WRITE = 8'h3A,
              CMD_QUAD_READ = 8'hEB,    CMD_QUAD_WRITE = 8'h38;
    reg iostate_output = 1'b0;
    assign addr = address;	
    assign write_data = data;
    reg first_data_byte;
    reg prev_cs = 1'b1;
    reg prev_sck = 1'b0;
    wire [3:0] outwire;
    wire [3:0] inwire = io;
    wire si = io[0];
    assign io = (!iostate_output) ? 4'bz : 
            (iomode == SINGLE_MODE) ? {1'bz, 1'bz, outwire[0], 1'bz} :
            (iomode == DOUBLE_MODE) ? {1'bz, 1'bz, outwire[1], outwire[0]} :
            (iomode == QUAD_MODE) ? {outwire[3], outwire[2], outwire[1], outwire[0]} :
            4'bz;
    assign outwire = (iomode == SINGLE_MODE) ? {1'bz, 1'bz, 1'bz, data[7]} :
                     (iomode == DOUBLE_MODE) ? {1'bz, 1'bz, data[7], data[6]} :
                     (iomode == QUAD_MODE) ? {data[7], data[6], data[5], data[4]} : 4'bz;
    wire [4:0] data_counter = (iomode == SINGLE_MODE) ? 5'd8 : (iomode == DOUBLE_MODE) ? 5'd4 : (iomode == QUAD_MODE) ? 5'd2 : 5'd8;
    always @ (posedge main_clock) begin
        if (cs) begin
            iomode <= SINGLE_MODE;
            state <= WRITE_CMD;
            iostate_output = 1'b0;
            first_data_byte <= 1'b0;
            counter <= 0;
            command <= 0;
            data <= 0;
            address <= 0;
            write_data_flag <= 1'b0;
            read_data_flag <= 1'b0;
        end else if (!cs) begin
            if (prev_cs) begin
                iomode <= SINGLE_MODE;
                state <= WRITE_CMD;
                iostate_output = 1'b0;
                first_data_byte <= 1'b1;
                counter <= 0;
                command <= 0;
                data <= 0;
                address <= 0;
                write_data_flag <= 1'b0;
                read_data_flag <= 1'b0;
            end else if ((!sck) && prev_sck) begin
                case (state)
                    WRITE_DATA : begin
                        if (counter == data_counter) begin
                            write_data_flag <= 1'b1;
                            counter <= 0;
                            first_data_byte <= 1'b0;
                        end
                    end
                    READ_DUMMY : begin
                        if (counter == READ_DUMMY_CYCLES) begin
                            data <= read_data;
                            state <= READ_DATA;
                            iostate_output <= 1'b1;
                            counter <= 0;
                        end else if (counter == 1) begin
                            read_data_flag <= 1'b1;
                        end
                    end
                    READ_DATA : begin
                        if (counter == 1) begin
                            read_data_flag <= 1'b1;
                        end
                        if (counter == data_counter) begin
                            data <= read_data;
                            counter <= 0;
                        end else begin
                            case (iomode)
                                SINGLE_MODE :
                                    data    <= {data[6:0], 1'b0};
                                DOUBLE_MODE :
                                    data    <= {data[5:0], 1'b0, 1'b0};
                                QUAD_MODE :
                                    data    <= {data[3:0], 1'b0, 1'b0, 1'b0, 1'b0};
                            endcase 
                        end
                    end
                endcase
            end else if (sck && (!prev_sck)) begin
                case (state)
                    WRITE_CMD : begin
                        case (counter)
                            7 : begin
                                case ({command[6:0], si})
                                    CMD_SINGLE_READ, CMD_SINGLE_WRITE,
                                    CMD_DOUBLE_READ, CMD_DOUBLE_WRITE,
                                    CMD_QUAD_READ,   CMD_QUAD_WRITE :
                                        state <= WRITE_ADDR;
                                    default :
                                        state <= ERR;
                                endcase
                                counter <= 0;
                            end
                            default: begin
                                counter <= counter + 5'd1;
                            end
                        endcase
                        command <= {command[6:0], si};
                    end
                    WRITE_ADDR : begin
                        case (counter)
                            ADDR_BYTES * 8 - 1 : begin
                                case (command)
                                    CMD_SINGLE_WRITE : begin	 
                                        state <= WRITE_DATA;
                                        iomode <= SINGLE_MODE;
                                    end
                                    CMD_SINGLE_READ : begin	 
                                        state <= READ_DUMMY;
                                        iomode <= SINGLE_MODE;
                                    end
                                    CMD_DOUBLE_WRITE : begin	 
                                        state <= WRITE_DATA;
                                        iomode <= DOUBLE_MODE;
                                    end
                                    CMD_DOUBLE_READ : begin	 
                                        state <= READ_DUMMY;
                                        iomode <= DOUBLE_MODE;
                                    end
                                    CMD_QUAD_WRITE : begin	 
                                        state <= WRITE_DATA;
                                        iomode <= QUAD_MODE;
                                    end
                                    CMD_QUAD_READ : begin	     
                                        state <= READ_DUMMY;
                                        iomode <= QUAD_MODE;
                                    end
                                endcase
                                counter <= 0;
                            end
                            default : begin
                                counter <= counter + 5'd1;
                            end
                        endcase
                        address <= {address[(ADDR_BYTES*8-2):0], si};
                    end
                    WRITE_DATA : begin
                        if (counter == 0 && !first_data_byte)
                            address <= address + 1'b1;
                        if (counter == 0)
                            write_data_flag <= 1'b0;
                        counter <= counter + 5'd1;
                        case (iomode)
                            SINGLE_MODE :
                                data    <= {data[6:0], si};
                            DOUBLE_MODE :
                                data    <= {data[5:0], io[1], io[0]};
                            QUAD_MODE :
                                data    <= {data[3:0], io[3], io[2], io[1], io[0]};
                        endcase
                    end
                    READ_DUMMY : begin
                        read_data_flag <= 1'b0;
                        counter <= counter + 5'd1;
                    end
                    READ_DATA : begin
                        read_data_flag <= 1'b0;
                        if (counter == 0) begin
                            address <= address + 1'b1;
                        end
                        counter <= counter + 5'd1;
                    end
                endcase
            end
        end
        prev_cs  <= cs;
        prev_sck <= sck;
    end
endmodule
==> flow/run.sh <==
#!/bin/bash
# OpenROAD 26Q1-2900-gdf79404cd8, Yosys 0.63+post, stock flow scripts
make -C /OpenROAD-flow-scripts/flow DESIGN_CONFIG=/design/flow/config.mk WORK_HOME=/design/flow/orfs finish
==> flow/config.mk <==
export PLATFORM = sky130hd
export DESIGN_NAME = qpi_memory_slave
export DESIGN_NICKNAME = qpi_memory_slave
export VERILOG_FILES = /design/flow/design.v
export SDC_FILE = /design/flow/constraint.sdc
export NUM_CORES = 4
export LEC_CHECK = 1
export CORE_UTILIZATION = 50
==> flow/constraint.sdc <==
current_design qpi_memory_slave

set clk_period 4.0
set clk_io_pct 0.2

create_clock -name clk0 -period $clk_period [get_ports {main_clock}]

set non_clock_inputs [all_inputs -no_clocks]
set_input_delay [expr $clk_period * $clk_io_pct] -clock clk0 $non_clock_inputs
set_output_delay [expr $clk_period * $clk_io_pct] -clock clk0 [all_outputs]
==> reports/qor.log <==
INFO  run_status     outcome=aborted with a tool error
INFO  run_status     haltStage=clock tree synthesis
INFO  run_status     run.stop_error=[error] [KeplerFormal.cpp:679] Workflow failed: Iso has multiple drivers: .io0, _417_.Y0
INFO  placed_design  place_congestion=0.860
INFO  synth          synth_async_sr_flop_share=0%
INFO  synth          yosys-stat-cells=463
INFO  synth          count_of_library_flops_with_an_enable_pin=0
INFO  clock_tree     cts.repair.resized=0
INFO  synth          ys_seq_share=30.3%
INFO  synth          syn_inst=463
INFO  floorplan      num_rows=30
INFO  placed_design  numPlacedInstances=577
INFO  placed_design  place_ws=0.671ns
INFO  synth          synth.most_common_cell=sky130_fd_sc_hd__dfxtp_1
INFO  synth          netlist_area=0.00363sqmm
INFO  floorplan      initCoreUtil=52.6%
INFO  floorplan      number_of_placed_i_o_pins=49
INFO  floorplan      chipHeight=87.2um
INFO  synth          top_cells_by_area=sky130_fd_sc_hd__dfxtp_1 30%, sky130_fd_sc_hd__a21oi_1 5.0%, sky130_fd_sc_hd__nor2_1 4.6%
INFO  clock_tree     cts-hold-fix-buffers=0
INFO  clock_tree     tritoncts.num_buffers=5
INFO  clock_tree     clock_tree.htree_level_count=2
INFO  clock_tree     cts_setup_buffers=0
INFO  synth          synth_warnings=14
INFO  placed_design  dp.final_hpwl=6.08mm
INFO  floorplan      dieWidth=87.2um
INFO  synth          ys_dominant_reg_cell=sky130_fd_sc_hd__dfxtp_1
INFO  synth          post_synth_num_cell_types=67
INFO  clock_tree     max-clock-path-buffers=2
INFO  synth          cell_accounting_for_the_most_synthesized_area=sky130_fd_sc_hd__dfxtp_1
INFO  synth          synthesis.area_per_instance=7.84squm
INFO  synth          synth.cells.most_frequent=55 x sky130_fd_sc_hd__dfxtp_1, 44 x sky130_fd_sc_hd__nor2_1, 36 x sky130_fd_sc_hd__a21oi_1, 33 x sky130_fd_sc_hd__o21ai_0, 28 x sky130_fd_sc_hd__nand2_1
INFO  synth          ys_area=0.00363sqmm
INFO  synth          yosys_register_bits=55
INFO  placed_design  io_buffer_count=44
INFO  synth          post-synth-top-area-fraction=30.3%
INFO  clock_tree     clock-root-buffer=sky130_fd_sc_hd__clkbuf_8
INFO  clock_tree     tritoncts_num_sinks=55
cells by family after synthesis:
| group | after synthesis | synth area share (%) |
|---|---|---|
| and+or+nand+nor | 180 | 26.9 |
| AOI/OAI and AO/OA | 143 | 26.5 |
| DFF | 55 | 30.3 |
| buffers and inverters | 51 | 6.17 |
| muxes | 19 | 5.34 |
| adders and majority gates | 11 | 3.79 |
| xor gates and xnor gates | 4 | 0.965 |
through the flow:
stage	area, sq um	hold WS [ns]
2_1_floorplan	3630	0.439
3_3_place_gp	4100	0.470
3_5_place_dp	4100	0.473
